**design/flow/config.mk**
```make
export PLATFORM = sky130hd
export DESIGN_NAME = uart_with_fifo_top
export DESIGN_NICKNAME = uart_with_fifo_top
export VERILOG_FILES = /design/flow/design.v
export SDC_FILE = /design/flow/constraint.sdc
export NUM_CORES = 4
export LEC_CHECK = 1
export CORE_UTILIZATION = 40
```
**design/flow/constraint.sdc**
```tcl
current_design uart_with_fifo_top

set clk_period 3.8
set clk_io_pct 0.2

create_clock -name clk0 -period $clk_period [get_ports {clk}]

set non_clock_inputs [all_inputs -no_clocks]
set_input_delay [expr $clk_period * $clk_io_pct] -clock clk0 $non_clock_inputs
set_output_delay [expr $clk_period * $clk_io_pct] -clock clk0 [all_outputs]
```
**design/flow/design.v**
```verilog
module fifo #(
    parameter WIDTH = 8,
    parameter DEPTH = 16
)(
    input wire clk,
    input wire rst,
    input wire wr_en,
    input wire rd_en,
    input wire [WIDTH-1:0] din,
    output reg [WIDTH-1:0] dout,
    output wire full,
    output wire empty
);
    reg [WIDTH-1:0] mem [0:DEPTH-1];
    reg [$clog2(DEPTH):0] wr_ptr = 0;
    reg [$clog2(DEPTH):0] rd_ptr = 0;
    reg [$clog2(DEPTH+1):0] count = 0;
    assign full = (count == DEPTH);
    assign empty = (count == 0);
    always @(posedge clk or posedge rst) begin
        if (rst) begin
            wr_ptr <= 0;
            rd_ptr <= 0;
            count <= 0;
        end else begin
            if (wr_en && !full) begin
                mem[wr_ptr] <= din;
                wr_ptr <= wr_ptr + 1;
                count <= count + 1;
            end
            if (rd_en && !empty) begin
                dout <= mem[rd_ptr];
                rd_ptr <= rd_ptr + 1;
                count <= count - 1;
            end
        end
    end
endmodule
module uart_rx_fifo #(
    parameter CLK_FREQ = 50000000,
    parameter BAUD_RATE = 9600
)(
    input wire clk,
    input wire rst,
    input wire rx,
    input wire rd_en,
    output wire [7:0] data_out,
    output wire fifo_empty
);
    localparam BAUD_TICK = CLK_FREQ / BAUD_RATE;
    localparam HALF_BAUD = BAUD_TICK / 2;
    reg [15:0] baud_cnt = 0;
    reg [3:0] bit_idx = 0;
    reg [7:0] rx_data = 0;
    reg rx_busy = 0;
    reg fifo_wr_en = 0;
    fifo #(8, 16) rx_fifo (
        .clk(clk), .rst(rst), .wr_en(fifo_wr_en), .rd_en(rd_en),
        .din(rx_data), .dout(data_out), .full(), .empty(fifo_empty)
    );
    always @(posedge clk or posedge rst) begin
        if (rst) begin
            baud_cnt <= 0;
            bit_idx <= 0;
            rx_busy <= 0;
            fifo_wr_en <= 0;
        end else begin
            fifo_wr_en <= 0;
            if (!rx_busy && !rx) begin
                rx_busy <= 1;
                baud_cnt <= 0;
                bit_idx <= 0;
            end else if (rx_busy) begin
                baud_cnt <= baud_cnt + 1;
                if (bit_idx == 0 && baud_cnt == HALF_BAUD) begin
                    baud_cnt <= 0;
                    bit_idx <= 1;
                end else if (baud_cnt == BAUD_TICK) begin
                    baud_cnt <= 0;
                    if (bit_idx >= 1 && bit_idx <= 8)
                        rx_data[bit_idx-1] <= rx;
                    else if (bit_idx == 9) begin
                        fifo_wr_en <= 1;
                        rx_busy <= 0;
                    end
                    bit_idx <= bit_idx + 1;
                end
            end
        end
    end
endmodule
module uart_tx_fifo #(
    parameter CLK_FREQ = 50000000,   
    parameter BAUD_RATE = 9600
)(
    input wire clk,
    input wire rst,
    input wire wr_en,
    input wire [7:0] data_in,
    output wire tx,
    output wire fifo_full
);
    localparam BAUD_TICK = CLK_FREQ / BAUD_RATE;
    wire fifo_empty;
    reg rd_en = 0;
    reg [15:0] baud_cnt = 0;
    reg [3:0] bit_idx = 0;
    reg [9:0] tx_shift = 10'b1111111111;
    reg tx_busy = 0;
    wire [7:0] fifo_out;
    fifo #(8, 16) tx_fifo (
        .clk(clk), .rst(rst), .wr_en(wr_en), .rd_en(rd_en),
        .din(data_in), .dout(fifo_out), .full(fifo_full), .empty(fifo_empty)
    );
    assign tx = tx_shift[0];
    always @(posedge clk or posedge rst) begin
        if (rst) begin
            baud_cnt <= 0;
            bit_idx <= 0;
            tx_busy <= 0;
            tx_shift <= 10'b1111111111;
            rd_en <= 0;
        end else begin
            if (!tx_busy && !fifo_empty) begin
                rd_en <= 1;
                tx_shift <= {1'b1, fifo_out, 1'b0};  
                tx_busy <= 1;
                bit_idx <= 0;
                baud_cnt <= 0;
            end else begin
                rd_en <= 0;
            end
            if (tx_busy) begin
                if (baud_cnt == BAUD_TICK-1) begin
                    baud_cnt <= 0;
                    tx_shift <= {1'b1, tx_shift[9:1]};
                    bit_idx <= bit_idx + 1;
                    if (bit_idx == 9) tx_busy <= 0;
                end else begin
                    baud_cnt <= baud_cnt + 1;
                end
            end
        end
    end
endmodule
module uart_with_fifo_top (
    input wire clk,
    input wire rst,
    input wire [7:0] tx_data,
    input wire tx_wr_en,
    input wire rx_rd_en,
    input wire rx,
    output wire tx,
    output wire [7:0] rx_data,
    output wire tx_fifo_full,
    output wire rx_fifo_empty
);
    uart_tx_fifo #(.CLK_FREQ(50000000), .BAUD_RATE(9600)) TX (
        .clk(clk), .rst(rst),
        .wr_en(tx_wr_en), .data_in(tx_data),
        .tx(tx), .fifo_full(tx_fifo_full)
    );
    uart_rx_fifo #(.CLK_FREQ(50000000), .BAUD_RATE(9600)) RX (
        .clk(clk), .rst(rst), .rx(rx),
        .rd_en(rx_rd_en), .data_out(rx_data),
        .fifo_empty(rx_fifo_empty)
    );
endmodule
```
**design/flow/run.sh**
```bash
#!/bin/bash
# OpenROAD 26Q1-2900-gdf79404cd8, Yosys 0.63+post, stock flow scripts
make -C /OpenROAD-flow-scripts/flow DESIGN_CONFIG=/design/flow/config.mk WORK_HOME=/design/flow/orfs finish
```
==> run_results.csv <==
group,metric,value,unit
status,status,"completed",
clock_tree,clkSinkCount,362,
timing,period_needed,3.38,ns
place,hpwlAfterDp,21.3,mm
grt,grt_max_degree,49,
power_and_ir_drop,power.share.combinational,19.6,%
floorplan,rows,72,
power_and_ir_drop,power_switching,2.98,mW
cells_and_area,instances_no_fill,1768,
timing,finalClockPeriodUsage,89.0,%
min_path,hold_path_class,"register to register",
place,routabilityCongestion,0.835,
grt,overflow,0,
routing,wl_per_cell,19.0,um
timing,worst_slew_pin_slew,0.918,ns
power_and_ir_drop,finalPower,10.3,mW
critical_path,critPathLaunch,"RX.rx_fifo.count[1]",
cells_and_area,fill_cells,3330,
synthesis,yosys_cells,1183,
synthesis,synth.distinct_cells,80,
critical_path,crit_path_end,"rx_fifo_empty",
critical_path,crit_fanout,5,
synthesis,postSynth.asyncResetShare,22.7,%
floorplan,pin_count,24,
critical_path,path_class,"register to primary output",
clock_tree,ctsRootBufferMaster,"clkbuf_16",
synthesis,synth_area,16000,um^2
synthesis,ys_ff,362,
grt,grtUsageTotal,18.2,%
place,dp_slack,0.334,ns
routing,drt-initial-drc-count,516,
timing,finalSetupViolations,0,
cells_and_area,drive_above_1_share,13.4,%
power_and_ir_drop,swShare,28.8,%
clock_tree,clockBufferDepth,3,
clock_tree,tritoncts,"done",
floorplan,initCoreUtil,40.9,%
floorplan,core,39000,um^2
cells_and_area,syn_to_final_growth,13.0,%
critical_path,rrSetupSlack,0.43,ns
clock_tree,clk_pin_slew,0.06,ns
synthesis,logic_family,"AND-OR/OR-AND gates",
clock_tree,clock_latency,0.54,ns
routing,remaining_drc_errors,0,
grt,grt_pass1_wl,54.3,mm
timing,max_freq,0.296,GHz
routing,finalWirelength,33.6,mm
cells_and_area,fin_area,18000,um^2
critical_path,cp_data_required_time,3.04,ns
synthesis,syn_inst,1183,
timing,setup-tns-final,0,ns
critical_path,cp-start-kind,"register",
critical_path,regToRegStartpoint,"RX.bit_idx[0]",
power_and_ir_drop,seq_power_share,47.4,%
timing,finalHoldViolations,0,
grt,grt_pass1_vias,9900,
power_and_ir_drop,clkPwrFrac,33.0,%
floorplan,die_h,202,um
timing,slew_viol_final,0,
synthesis,ys_seq_share,65.6,%
clock_tree,h-tree-depth,2,
place,placed_area,16900,um^2
critical_path,r2r-end,"RX.rx_data[1]",
routing,antenna_cells,0,
synthesis,synth.cellmix.simpleShare,10.3,%
timing,rsz0062_at_grt,"false",
clock_tree,post_cts_buffers,0,
routing,via_count,9726,
run,warnings,43,
floorplan,die_x,202,um
synthesis,synth-xor-area-share,1.87,%
grt,antenna_found_initial,1,
synthesis,edf_count,280,
synthesis,ff_type,"edfxtp_1",
routing,ant_nets,0,
critical_path,arrival,2.62,ns
routing,vias_per_cell,5.50,
place,placed_cells,1700,
synthesis,ys_area,16000,um^2
power_and_ir_drop,power.leakage,6.31,nW
timing,setup_slack,0.420,ns
run,maxCapViolCount,0,
synthesis,synth_adder_area_share,3.39,%
synthesis,synth_warnings,4,
critical_path,crit_path_end_kind,"primary output",
power_and_ir_drop,internal_power,7.36,mW
critical_path,rr_worst_depth,11,
place,io_buffers,23,
synthesis,aoi_share,11.9,%
power_and_ir_drop,ir_drop,0.311,mV
power_and_ir_drop,pwr_density_cell,573,nW/um^2
floorplan,dieArea,40700,um^2
synthesis,mux_share,4.16,%
synthesis,avgSynthCellArea,13.5,um^2
clock_tree,cts_buffers,38,
timing,slew_headroom,38.8,%
routing,dr.pass1.iters,5,
timing,fin_skew,0.0204,ns
## flip-flops by register name, summed over array words and instances, names as in the netlist, 8 cells and up
name / cells
RX.baud_cnt: 16
TX.baud_cnt: 16
RX.rx_fifo.dout: 8
RX.rx_data: 8
TX.tx_fifo.dout: 8
TX.tx_shift: 10
RX.rx_fifo.mem: 128
TX.tx_fifo.mem: 128
## cell usage in the layout (no fill, tap or decap), types with 27 or more instances in the layout
| cell type | n |
|---|---|
| mux2_2 | 27 |
| inv_1 | 41 |
| nand2_1 | 95 |
| edfxtp_1 | 280 |
| nand3_1 | 42 |
| o21ai_0 | 49 |
| clkbuf_16 | 39 |
| a21oi_1 | 47 |
| dfrtp_1 | 70 |
| nor2_1 | 56 |
| a22oi_1 | 29 |
| buf_4 | 44 |
| ha_1 | 40 |
## routing by layer
metal | track usage, % | vias to the layer above | routed length (um)
met3 | 8.77 | 50 | 3440
met4 | 2.57 | 4 | 580
met5 | 0.833 | - | 54
li1 | - | 4622 | -
met2 | 26.1 | 337 | 14900
met1 | 27.5 | 4713 | 14500
## power by group through the flow
stage	Sequential (mW)	Clock, mW	Combinational [mW]
after global routing	4.95	3.64	2.27
final	4.90	3.42	2.02
after CTS	4.90	3.50	2.03
## area by class of cell
cell class / count / area (um^2) / share of cell area (%)
Clock buffer: 50 / 1050 / 5.80
Tap cell: 518 / 648 / 3.59
Clock inverter: 18 / 98.8 / 0.548
Multi-Input combinational cell: 711 / 5050 / 28.0
Inverter: 42 / 161 / 0.894
Timing Repair Buffer: 67 / 561 / 3.11
Sequential cell: 362 / 10500 / 58.0
## kinds of logic after synthesis
logic type,count (synthesis)
simple gates,317
buf+inv,110
compound gates,265
mux,53
flops,362
xor+xnor,34
fa+ha+maj,42
## cells in the mapped netlist (6+ instances only)
library cell	number	area, um^2
xnor2_1	22	193
a21oi_1	47	235
mux4_2	8	180
a22o_1	12	105
nand2b_1	6	37.5
dfrtp_1	72	1800
clkbuf_1	55	206
a211oi_1	6	45.0
and2_1	14	87.6
o21ai_0	49	245
and3_1	11	68.8
mux2_2	27	304
nor2_1	56	210
dfstp_2	10	263
edfxtp_1	280	8410
a21o_1	9	67.6
a221oi_1	16	140
nand4_1	12	75.1
o21a_1	9	67.6
nor3_1	20	100
inv_1	42	158
o32a_1	8	80.1
a31oi_1	17	106
mux2i_1	18	180
a22oi_1	29	218
nand2_1	95	357
nand3_1	42	210
ha_1	40	500
a222oi_1	14	140
nor3b_1	6	45.0
xor2_1	12	105
## worst max-delay path, stage by stage (launching register included)
cell	delay (ns)
dfrtp_1	0.41
or4_1	0.67
nor3_1	0.45
clkdlybuf4s50_1	0.57
## repair_timing
action | in CTS | in global routing
endpoints found under the hold margin | 0 | 0
hold buffers | 0 | 0
setup endpoints to repair | 0 | 6
gates resized | 0 | 1
## worst min-delay path by stage
stage / cells past startpoint / startpoint / end
CTS: 1 / TX.bit_idx[3] / TX.bit_idx[3]
global route: 1 / TX.bit_idx[3] / TX.bit_idx[3]
finish: 1 / TX.bit_idx[3] / TX.bit_idx[3]
## per-stage QoR
stage                     util, %  hold slack [ns]
final                        46.3            0.476
after global routing         46.3            0.505
after CTS                    46.3            0.482
after detailed placement     43.3            0.472
after global placement       43.3            0.465
after floorplan                 -            0.442
No activity file was given, so power comes from the tool's default toggle rates.
